`flow/config.mk`:
```
export PLATFORM = sky130hd
export DESIGN_NAME = counter_64
export DESIGN_NICKNAME = counter_64
export VERILOG_FILES = /design/flow/design.v
export SDC_FILE = /design/flow/constraint.sdc
export NUM_CORES = 4
export LEC_CHECK = 1
export CORE_UTILIZATION = 30
```
`flow/constraint.sdc`:
```
current_design counter_64

set clk_period 12.8
set clk_io_pct 0.2

create_clock -name clk0 -period $clk_period [get_ports {cnt_clk}]
create_clock -name clk1 -period $clk_period [get_ports {s_axi_aclk}]

set non_clock_inputs [all_inputs -no_clocks]
set_input_delay [expr $clk_period * $clk_io_pct] -clock clk0 $non_clock_inputs
set_output_delay [expr $clk_period * $clk_io_pct] -clock clk0 [all_outputs]
```
`flow/design.v`:
```
`timescale 1ns / 1ns
module scalar_sync #(parameter STAGES = 2)(
    input clk_dst,
    input src,
    output dst
);
    reg [STAGES-1:0] shift;
    always @(posedge clk_dst) begin
        shift <= {shift[STAGES-2:0], src};
    end
    assign dst = shift[STAGES-1];
endmodule
module counter_64(
    input           cnt_clk,
    input           cnt_resetn,
    output  [63:0]  cnt,
    input           s_axi_aclk,
    input           s_axi_aresetn,
    input           s_axi_arvalid,
    output          s_axi_arready,
    input   [11:0]  s_axi_araddr,
    input   [2 :0]  s_axi_arprot,
    output          s_axi_rvalid,
    input           s_axi_rready,
    output  [1 :0]  s_axi_rresp,
    output  [63:0]  s_axi_rdata,
    input           s_axi_awvalid,
    output          s_axi_awready,
    input   [11:0]  s_axi_awaddr,
    input   [2 :0]  s_axi_awprot,
    input           s_axi_wvalid,
    output          s_axi_wready,
    input   [63:0]  s_axi_wdata,
    input   [7 :0]  s_axi_wstrb,
    output          s_axi_bvalid,
    input           s_axi_bready,
    output  [1 :0]  s_axi_bresp
);
    reg [63:0] cnt_r;
    always @(posedge cnt_clk) begin
        if (!cnt_resetn) cnt_r <= 64'd0;
        else cnt_r <= cnt_r + 64'd1;
    end
    assign cnt = cnt_r;
    wire ar_fire = s_axi_arvalid && s_axi_arready;
    wire r_fire = s_axi_rvalid && s_axi_rready;
    wire aw_fire = s_axi_awvalid && s_axi_awready;
    wire w_fire = s_axi_wvalid && s_axi_wready;
    wire b_fire = s_axi_bvalid && s_axi_bready;
    reg r_inflight, w_inflight;
    always @(posedge s_axi_aclk) begin
        if (!s_axi_aresetn) r_inflight <= 1'b0;
        else r_inflight <= r_inflight ^ ar_fire ^ r_fire;
    end
    always @(posedge s_axi_aclk) begin
        if (!s_axi_aresetn) w_inflight <= 1'b0;
        else w_inflight <= w_inflight ^ aw_fire ^ b_fire;
    end
    assign s_axi_arready = !r_inflight;
    assign s_axi_awready = !w_inflight;
    reg data_req, data_ack;  
    reg [63:0] data_a, data_c;  
    wire data_req_c, data_ack_a;
    scalar_sync u_req_sync(.clk_dst(cnt_clk),       .src(data_req),     .dst(data_req_c));
    scalar_sync u_ack_sync(.clk_dst(s_axi_aclk),    .src(data_ack),     .dst(data_ack_a));
    always @(posedge s_axi_aclk) begin
        if (!s_axi_aresetn)                 data_req <= 1'b0;
        else if (data_ack_a)                data_req <= 1'b0;
        else if (ar_fire)                   data_req <= 1'b1;
    end
    always @(posedge cnt_clk) begin
        if (!cnt_resetn)                        data_c <= 64'd0;
        else if (data_req_c && !data_ack)   data_c <= cnt_r;
    end
    always @(posedge cnt_clk) begin
        if (!cnt_resetn)                        data_ack <= 1'b0;
        else                                data_ack <= data_req_c;
    end
    always @(posedge s_axi_aclk) begin
        if (!s_axi_aresetn)                 data_a <= 64'd0;
        else if (data_ack_a && data_req)    data_a <= data_c;
    end
    reg [1:0] data_ack_a_scan;
    always @(posedge s_axi_aclk) begin
        data_ack_a_scan <= {data_ack_a_scan[0], data_ack_a};
    end
    reg rvalid_r;
    always @(posedge s_axi_aclk) begin
        if (!s_axi_aresetn)                 rvalid_r <= 1'b0;
        else if (r_fire)                    rvalid_r <= 1'b0;
        else if (data_ack_a_scan == 2'b10)  rvalid_r <= 1'b1;
    end
    assign s_axi_rvalid = rvalid_r;
    assign s_axi_rdata = data_a;
    assign s_axi_rresp = 2'd0;
    assign s_axi_wready = 1'b1;
    assign s_axi_bvalid = w_inflight;
    assign s_axi_bresp = 2'd0;
endmodule
```
`flow/run.sh`:
```
#!/bin/bash
# OpenROAD 26Q1-2900-gdf79404cd8, Yosys 0.63+post, stock flow scripts
make -C /OpenROAD-flow-scripts/flow DESIGN_CONFIG=/design/flow/config.mk WORK_HOME=/design/flow/orfs finish
```
==> summary.txt <==
Implementation results are summarized by area below.

Run status
The flow ran to the end, and the final reports show no timing, DRC or antenna violations.

Worst setup path
STA classifies the critical path startpoint as a flop. The setup path with the least slack is of type flop to primary output. Per STA, the worst path is made up of clkdlybuf4s50_1.

The largest delay contributor family on the critical path is flip-flops. The data arrival time of the worst path is 1.48 ns. On the critical path, the stage with the largest delay is an instance of dfxtp_1. STA reports a reg2reg setup slack of 10.22 ns. Max fanout on the critical path was recorded as 7. Per STA, the highest per-stage delay on the worst path measures 0.54 ns. The number of logic stages on the critical path including buffering is 1. The critical path endpoint has a required time of 10.24 ns. In this run the critical register-to-register path is captured at cnt_r[60]. The number of buffers and inverters on the critical path is 1.

Per the timing report, the most critical flop-to-flop path originates at cnt_r[0]. The nature of the critical path endpoint is a primary output. The path depth of the worst reg2reg path is 6.

Route
The residual antenna-violating net count after detailed routing is 0. The total DRC errors in the routed layout is 0. The average wire length per cell after detail routing is 14.64 um. The detailed router reported a total wirelength of 20810 um. The via density per instance is 4.770. The iteration count of the initial detailed-routing pass is 20. Detailed-route iteration 0 reported a violation count of 349.

Summing over every cut layer, the via total after detailed routing is 6783. The routed design ends up with an antenna cell count of 0.

Synthesis
The synthesis report lists the most area-consuming cells as dfxtp_1 (51%), nand2_1 (13%), a21boi_0 (6.1%). For this design, Yosys synthesis ends with a cell count of 945. The total of warnings raised by yosys is 2. The instance count of the mapped netlist is 945. The total standard cell area after synthesis is 7895 sq um. The count of state elements after synthesis is 203. After synthesis, the share of flip-flops with an asynchronous set or reset is 0%. The most used flip-flop cell after synthesis is dfxtp_1.

In this run the mean area of a mapped cell was 8.355 sq um. The most common cell in the synthesized netlist is nand2_1. The unique cell type count in the Yosys netlist is 38.

For this run, the chip area from Yosys synthesis comes to 7895 sq um. In this run, synthesis inferred 0 flip-flops with an integrated enable. The cell type with the largest total area after synthesis is dfxtp_1. Summed over its instances, the top area cell type makes up 51.47% of the synthesized netlist area. The synthesis run shows the most used standard cells to be nand2_1 (277), dfxtp_1 (203), a21oi_1 (94). In the Yosys report, the sequential cells make up 51.47% of the chip area.

Die
The count of pins on the block boundary is 248. The width of the die is 164.2 um. In this run the standard cell core region covers 25910 sq um. The y dimension of the die is 164.2 um.

After floorplanning, the core was divided into 59 placement rows. For this configuration, the core starts out at a cell density of 30.47%. The overall die size recorded for this design is 26970 sq um.

Final timing
The number of endpoints failing setup at the final stage is 0. The total negative slack for setup checks is 0 ns. At the pin with the least slew margin, the transition time is 0.8136 ns. The worst pin sits at a relative slew slack of 45.26%. Setup repair after global routing left no endpoint under its margin. The clock skew is 0.01163 ns. Counting endpoints that fail hold in the final report gives 0.

The max-slew violation count is 0.

Hold path
The type recorded for the worst min-delay path is flop to flop. For hold timing, the worst endpoint is u_req_sync.shift[1]. The number of cells traversed by the worst hold path is 0.

For the worst min-delay path, the startpoint reported by OpenROAD is u_req_sync.shift[0].

Layout
From synthesis to final layout, the design area changed by 32.52%. The post-layout utilization of the core is 40.38%. The share of layout cells above drive strength 1 is 7.452%.

The logic area is 3575 sq um. Registers take 4064 sq um. After filler insertion, the fill cell instance count of the layout stands at 2537.

GRT
The maximum number of pins on one net before global-route repair is 69. The first global-routing pass estimated 32940 um of wire. The aggregate global-route resource usage is 16.15%. The initial antenna violation count is 0. The number of global-route vias before repair is 6080. Per the GRT congestion report, total overflow comes to 0.

CTS
In the CTS report, the clock slew at the register clock pins of the worst setup and hold paths is listed as 0.06 ns. The number of resized instances in the post-cts repair step is 0. The TritonCTS clock tree is built. The number of hold buffers added after CTS was 0. The clock drives 203 sinks.

Post-CTS timing repair inserted 0 buffers for setup.

Flow run
The warning total across the stage logs is 129. The number of maximum-capacitance violations recorded for the run is 0.

Placed design
Detailed placement ended at an HPWL of 13510 um. The buffer_ports step reported a buffer count of 138. After its last routability iteration, the placer logged a weighted congestion of 0.8152.

Power and ir drop
The script extracted a total leakage power of 3.385 nW. The maximum resistive drop on vdd is 0.07926 mV. The power density over cell area is 138.2 nW/um^2.

The completed layout was analyzed and its total power is 0.001446 W.
-- where the power goes --
| group | internal (W) | switching, W | leakage, nW | total, W |
|---|---|---|---|---|
| clock network | 0.000467 | 0.000303 | 0.440 | 0.000770 |
| logic | 0.0000107 | 0.0000264 | 1.31 | 0.0000371 |
| registers | 0.000635 | 0.00000361 | 1.64 | 0.000639 |
| total | 0.00111 | 0.000333 | 3.38 | 0.00145 |
-- registers in the layout (all words and copies together) (netlist names), 2 cells and up --
name	count
cnt_r	64
data_a	64
data_ack_a_scan	2
data_c	64
u_ack_sync.shift	2
u_req_sync.shift	2
-- cell type report --
type	count	share of cell area, %
clock buffer	27	6.350
clock inverter	21	2.452
inverter	12	0.4544
multi-input combinational	678	34.17
sequential	203	38.84
tap	335	4.006
timing repair buffer	146	13.73
-- worst max-delay path by stage --
stage                      from  endpoint  slack (ns)
after CTS             cnt_r[24]   cnt[24]        8.74
after global routing   cnt_r[2]    cnt[2]        8.69
final                  cnt_r[2]    cnt[2]        8.76
-- stage by stage --
step / hold slack [ns] / setup slack (ns) / instance area (sq um) / cells
2_1_floorplan: 0.3096 / 9.403 / 7906 / 948
3_3_place_gp: 0.3146 / 8.417 / 9542 / 1374
3_5_place_dp: 0.3146 / 8.395 / 9542 / 1374
4_1_cts: 0.3304 / 8.740 / 10460 / 1422
5_1_grt: 0.3340 / 8.694 / 10460 / 1422
6_report: 0.3267 / 8.763 / 10460 / 1422
-- logic make-up after synthesis --
kind of cell / count (synthesis) / synth area share (%)
simple gates: 450 / 26.85
flops: 203 / 51.47
compound gates: 187 / 13.98
buf+inv: 67 / 3.566
xor+xnor: 35 / 3.883
other cells: 2 / 0.09512
fa+ha+maj: 1 / 0.1585
-- placed cells by master, fill, tap and decap left out, types with 2 or more instances in the layout --
cell type | synthesis | layout
clkinv_2 | 0 | 2
nand4_2 | 5 | 5
bufinv_16 | 0 | 4
or4_1 | 3 | 3
inv_1 | 11 | 11
nand4_1 | 22 | 22
o31ai_1 | 3 | 3
xnor2_1 | 15 | 15
a21boi_0 | 64 | 64
clkinv_4 | 0 | 6
clkbuf_16 | 0 | 26
nor4_4 | 3 | 3
nand3_1 | 23 | 23
xor2_1 | 20 | 20
nand4_4 | 3 | 3
nand3_2 | 3 | 3
or2_2 | 3 | 3
and2_1 | 6 | 5
or3_1 | 27 | 27
nor2b_1 | 3 | 2
and4_1 | 3 | 3
nand2_1 | 277 | 276
and3_1 | 8 | 8
conb_1 | 2 | 5
nor2_1 | 46 | 46
clkdlybuf4s50_1 | 0 | 137
clkinvlp_4 | 0 | 4
o21ai_0 | 26 | 26
inv_6 | 0 | 5
dfxtp_1 | 203 | 203
buf_4 | 5 | 8
a21oi_1 | 94 | 94
nor3_1 | 7 | 7
nor4_1 | 4 | 4
-- layer usage --
metal / GRT usage (%) / routed length [um] / vias up
li1: - / - / 3417
met1: 23.43 / 9982 / 3195
met2: 24.99 / 9338 / 156
met3: 4.481 / 1250 / 15
met4: 2.104 / 242 / 0
met5: 0 / 0 / -
Power is estimated from default activity; no workload was simulated.
